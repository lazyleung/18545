<file path="/design/flow/config.mk">
export PLATFORM = sky130hd
export DESIGN_NAME = color_file
export DESIGN_NICKNAME = color_file
export VERILOG_FILES = /design/flow/design.v
export SDC_FILE = /design/flow/constraint.sdc
export NUM_CORES = 4
export LEC_CHECK = 1
export CORE_UTILIZATION = 50
</file>
<file path="/design/flow/run.sh">
#!/bin/bash
# OpenROAD 26Q1-2900-gdf79404cd8, Yosys 0.63+post, stock flow scripts
make -C /OpenROAD-flow-scripts/flow DESIGN_CONFIG=/design/flow/config.mk WORK_HOME=/design/flow/orfs finish
</file>
<file path="/design/flow/design.v">
`default_nettype none
module color_file(
                  I_CLK,
                  I_RESET,
                  I_MEMBUS_ADDR,
						I_DATA,
						O_DATA,
                  I_MEMBUS_WE_L,
						O_IS_CF_ADDR,
                  I_BGPAL_SEL,  
                  I_BGPAL_INDEX,  
                  O_BGPAL_COLOR,
                  I_SPRPAL_SEL,
                  I_SPRPAL_INDEX,
                  O_SPRPAL_COLOR
                  );
   input          I_CLK, I_RESET;
   input [15:0]   I_MEMBUS_ADDR;
   input [7:0]    I_DATA;
	output [7:0]   O_DATA;
   input          I_MEMBUS_WE_L;
	output         O_IS_CF_ADDR;
   input [2:0]    I_BGPAL_SEL, I_SPRPAL_SEL;
   input [1:0]    I_BGPAL_INDEX, I_SPRPAL_INDEX;
   output [15:0]  O_BGPAL_COLOR, O_SPRPAL_COLOR;
   reg [7:0]     bg_pallete_arr [0:63];
   reg [7:0]     spr_pallete_arr [0:63];
   wire [5:0]    ppu_bgpal_index, ppu_sprpal_index;
   assign ppu_bgpal_index[5:3] = I_BGPAL_SEL;
   assign ppu_bgpal_index[2:1] = I_BGPAL_INDEX;
   assign ppu_bgpal_index[0] = 0;
   assign ppu_sprpal_index[5:3] = I_SPRPAL_SEL;
   assign ppu_sprpal_index[2:1] = I_SPRPAL_INDEX;
   assign ppu_sprpal_index[0] = 0;
   assign O_BGPAL_COLOR[15:8] = bg_pallete_arr[ppu_bgpal_index | 1'b1];
   assign O_BGPAL_COLOR[7:0] = bg_pallete_arr[ppu_bgpal_index];
   assign O_SPRPAL_COLOR[15:8] = spr_pallete_arr[ppu_sprpal_index | 1'b1];
   assign O_SPRPAL_COLOR[7:0] = spr_pallete_arr[ppu_sprpal_index];
   reg [7:0]     bcps_reg, ocps_reg;
   wire          bgpal_inc_after_write, sprpal_inc_after_write;
   wire [5:0]    bgpal_arr_index, sprpal_arr_index;
   assign bgpal_inc_after_write = bcps_reg[7];
   assign sprpal_inc_after_write = ocps_reg[7];
   assign bgpal_arr_index = bcps_reg[5:0];
   assign sprpal_arr_index = ocps_reg[5:0];
   wire [7:0]    bgpal_return_data;
   wire [7:0]    sprpal_return_data;
   assign bgpal_return_data = bg_pallete_arr[bgpal_arr_index];
   assign sprpal_return_data = spr_pallete_arr[sprpal_arr_index];
   wire          bcps_rd, bcpd_rd, ocps_rd, ocpd_rd;
   assign bcps_rd = (I_MEMBUS_ADDR == 16'hFF68);
   assign bcpd_rd = (I_MEMBUS_ADDR == 16'hFF69);
   assign ocps_rd = (I_MEMBUS_ADDR == 16'hFF6A);
   assign ocpd_rd = (I_MEMBUS_ADDR == 16'hFF6B);
	assign O_IS_CF_ADDR = bcps_rd | bcpd_rd | ocps_rd | ocpd_rd;
   wire [7:0]    membus_return_data;
	assign O_DATA = membus_return_data;
   assign membus_return_data = (bcps_rd) ? bcps_reg :
                               (bcpd_rd) ? bgpal_return_data :
                               (ocps_rd) ? ocps_reg :
                               (ocpd_rd) ? sprpal_return_data : 0;
   integer i;
   always @(posedge I_CLK) begin
		if (I_RESET) begin
            for (i = 0; i < 64; i = i + 8) begin
               bg_pallete_arr[i + 0] <= 8'hff;
               bg_pallete_arr[i + 1] <= 8'hff;
               bg_pallete_arr[i + 2] <= 8'h14;
               bg_pallete_arr[i + 3] <= 8'hA5;
               bg_pallete_arr[i + 4] <= 8'h0c;
               bg_pallete_arr[i + 5] <= 8'h63;
               bg_pallete_arr[i + 6] <= 8'h00;
               bg_pallete_arr[i + 7] <= 8'h00;
            end
            for (i = 0; i < 64; i = i + 8) begin
               spr_pallete_arr[i + 0] <= 8'hff;
               spr_pallete_arr[i + 1] <= 8'hff;
               spr_pallete_arr[i + 2] <= 8'h14;
               spr_pallete_arr[i + 3] <= 8'hA5;
               spr_pallete_arr[i + 4] <= 8'h0c;
               spr_pallete_arr[i + 5] <= 8'h63;
               spr_pallete_arr[i + 6] <= 8'h00;
               spr_pallete_arr[i + 7] <= 8'h00;
            end
            bcps_reg <= 8'b0;
            ocps_reg <= 8'b0;
      end if (~I_MEMBUS_WE_L) begin
         case(I_MEMBUS_ADDR)
           16'hFF68: begin
              bcps_reg <= I_DATA;
           end
           16'hFF69: begin
              bg_pallete_arr[bgpal_arr_index] <= I_DATA;
              if (bgpal_inc_after_write)
                bcps_reg[5:0] <= bcps_reg[5:0] + 1;
           end
           16'hFF6A: begin
              ocps_reg <= I_DATA;
           end
           16'hFF6B: begin
              spr_pallete_arr[sprpal_arr_index] <= I_DATA;
              if (sprpal_inc_after_write)
                ocps_reg[5:0] <= ocps_reg[5:0] + 1;
           end
         endcase
      end  
   end  
endmodule  
</file>
<file path="/design/flow/constraint.sdc">
current_design color_file

set clk_period 8.6
set clk_io_pct 0.2

create_clock -name clk0 -period $clk_period [get_ports {I_CLK}]

set non_clock_inputs [all_inputs -no_clocks]
set_input_delay [expr $clk_period * $clk_io_pct] -clock clk0 $non_clock_inputs
set_output_delay [expr $clk_period * $clk_io_pct] -clock clk0 [all_outputs]
</file>
==> out/qor.csv <==
stage,metric,value,unit
status,status,finished clean,
synth,syn_area,56200,um2
clock_tree,root_buffer,clkbuf_16,
worst_setup_path,max_stage_delay,620,ps
sta,fmax,141,MHz
sta,maxSlewViolCount,0,
worst_setup_path,worstPathMaxFanout,28,
grt,grt_pass1_wl,300000,um
grt,grt_pass1_vias,40459,
pwr,p_leak,19.5,nW
job,warnings,26,
routing,first_iter_violations,3830,
synth,synth.yosys.chip_area,56200,um2
synth,ys_seq_frac,0.553,
clock_tree,cts_tree,yes,
routing,drt-total-wl,211000,um
pwr,pwr-share-seq,0.496,
pwr,p_clk_frac,0.427,
routing,dr.pass1.iters,10,
sta,finalCritPeriodShare,0.826,
pwr,power_density,188,nW/um2
clock_tree,postCtsSetupBuffers,0,
layout,logic_area,23100,um2
worst_setup_path,crit_path_end_kind,output port,
grt,antenna_found_initial,17,
floorplanning,rows,122,
floorplanning,io_pins,78,
routing,viasPerCell,6.88,
synth,synthDistinctLibCells,76,
floorplanning,initial_core_util,0.506,
layout,final_layout_top_logic_cells,"1024 x edfxtp_1, 580 x and2_1, 451 x or3_1",
synth,synth-async-reset-ratio,0,
sta,relSlewSlack,0.268,
sta,final.setup.tns,0,ps
clock_tree,path_clk_slew,60,ps
layout,largestRegisters,"bg_pallete_arr x512, spr_pallete_arr x512",
clock_tree,cts-htree-levels,3,
worst_setup_path,start_kind,flop,
clock_tree,cts_resized,0,
routing,wl_per_cell,36.7,um
sta,fin_skew,28.6,ps
sta,fin_crit,7100,ps
grt,grtUsageTotal,0.415,
pwr,p_sw,2.77,mW
placed_design,place.port_buffers,77,
synth,synthFlopType,edfxtp_1,
sta,setup_violations,0,
job,drv_cap,0,
worst_setup_path,crit_buf_inv,4,
routing,num_vias,39508,
clock_tree,ctsHoldBuffers,0,
worst_setup_path,required,6880,ps
pwr,pwr-share-comb,0.076,
pwr,swShare,0.235,
layout,final_common_cell,edfxtp_1,
routing,drc,0,
synth,area_leaders,"edfxtp_1 55%, mux4_2 14%, and2_1 6.5%",
clock_tree,clk_latency,720,ps
floorplanning,die_x,337,um
min_path,hp-class,flop to flop,
floorplanning,core,111000,um2
layout,fillers,8764,
worst_setup_path,crit_chain,"buf_4, and3b_2, buf_4, buf_4, a221oi_1, a31oi_1, or2_2, a221oi_1, a211oi_1, clkdlybuf4s50_1",
routing,ant_nets,0,
synth,top_area_cell,edfxtp_1,
worst_setup_path,critical_path.slowest_cell,clkdlybuf4s50_1,
grt,globalRouteOverflowTotal,0,
pwr,finalPower,11.8,mW
floorplanning,die-area,114000,um2
pwr,vdd_drop_max,0.196,mV
layout,area_growth_syn_to_layout,11.8,%
worst_setup_path,cp_data_arrival_time,5380,ps
worst_setup_path,critical_path_class,flop to output port,
grt,grt_max_degree,98,
synth,edf_count,1024,
synth,syn_inst,4164,
synth,syn_avg_cell_area,13.5,um2
placed_design,dp_hpwl,140000,um
clock_tree,cts_buffers,114,
sta,worst_slew_pin_slew,1100,ps
layout,flop_area,31100,um2
pwr,p_int,9.04,mW
synth,ys_cells,4164,
sta,hold_viol,0,
clock_tree,cts.sinks,1040,
layout,drive_above_1_share,0.232,
worst_setup_path,path_common_cell,buf_4,
clock_tree,cts_max_path_buffers,3,
synth,ys.flops,1040,
placed_design,gp_congestion,1.03,
worst_setup_path,critPathTopFamily,buffers and inverters,
sta,rsz0062_at_grt,no,
floorplanning,die_h,337,um
synth,yosys_warnings,1,
synth,synth_top_area_share,0.547,
synth_stat cells, types with 70 or more instances:
master / count
mux2_2: 132
edfxtp_1: 1024
a22oi_1: 195
or3_1: 451
nor2_1: 135
mux4_2: 346
and2_1: 580
o21ai_0: 185
a221oi_1: 72
clkbuf_1: 351
nand2_1: 100
mux2i_1: 70
buf_2: 88
worst paths after layout:
| check | from | end | slack [ps] | cells past startpoint |
|---|---|---|---|---|
| setup / recovery | ocps_reg[2] | O_DATA[3] | 1500 | 10 |
| hold reg to reg | bcps_reg[6] | bcps_reg[6] | 460 | 2 |
| hold / removal | bcps_reg[6] | bcps_reg[6] | 460 | 2 |
| setup reg to reg | ocps_reg[1] | spr_pallete_arr[17][0] | 4170 | 8 |
area by class of cell:
type                            count  area share
Timing Repair Buffer              346      0.0457
Tap cell                         1488      0.0296
Sequential cell                  1040       0.495
Multi-Input combinational cell   2634       0.368
Clock inverter                     83      0.0142
Clock buffer                      130      0.0464
Inverter                            9    0.000578
Antenna cell                       10    0.000398
cells by family after synthesis:
family | Yosys count | share of synthesized area
simple gates | 1381 | 0.144
mux | 548 | 0.178
fa+ha+maj | 2 | 0.000445
xor+xnor | 1 | 0.000156
buf+inv | 490 | 0.0370
flops | 1040 | 0.553
compound gates | 702 | 0.0877
metal layers:
layer | track usage | part of all wire | up-vias
met5 | 0.0328 | 0.0026 | -
met1 | 0.573 | 0.35 | 19552
met3 | 0.325 | 0.19 | 548
met4 | 0.130 | 0.043 | 34
met2 | 0.528 | 0.42 | 2982
li1 | - | - | 16392
power by group through the flow:
stage,Combinational (mW),Clock [mW],Sequential [mW]
after CTS,0.884,5.11,5.86
after global routing,0.934,5.29,5.87
final,0.902,5.05,5.86
through the flow:
step                hold WS, ps  instance area (um2)  std cells  setup WS (ps)   util
global route                488                62800       5730           1450  0.565
detailed placement          459                59000       5517           2010  0.531
finish                      463                62800       5740           1500  0.565
CTS                         463                62800       5730           1730  0.565
global placement            451                59000       5517           2060  0.531
floorplan                   433                56200       4164           3230      -
worst register-to-register path: cells and delay by family (launching register included):
kind	cells	cell delay, ps
buffers and inverters	5	2000
AND-OR/OR-AND	1	690
AND/OR/NAND/NOR	2	940
flip-flops	1	510
Power figures rest on the tool's default switching activity, not on a simulated workload.
