File: /design/flow/run.sh
#!/bin/bash
# OpenROAD 26Q1-2900-gdf79404cd8, Yosys 0.63+post, stock flow scripts
make -C /OpenROAD-flow-scripts/flow DESIGN_CONFIG=/design/flow/config.mk WORK_HOME=/design/flow/orfs finish
File: /design/flow/config.mk
export PLATFORM = sky130hd
export DESIGN_NAME = supermem
export DESIGN_NICKNAME = supermem
export VERILOG_FILES = /design/flow/design.v
export SDC_FILE = /design/flow/constraint.sdc
export NUM_CORES = 4
export LEC_CHECK = 1
export CORE_UTILIZATION = 50
File: /design/flow/constraint.sdc
current_design supermem

set clk_period 30.8
set clk_io_pct 0.2

create_clock -name clk0 -period $clk_period [get_ports {clock}]

set non_clock_inputs [all_inputs -no_clocks]
set_input_delay [expr $clk_period * $clk_io_pct] -clock clk0 $non_clock_inputs
set_output_delay [expr $clk_period * $clk_io_pct] -clock clk0 [all_outputs]
File: /design/flow/design.v
module supermem( 
   checksum,
   data_ext,
   addr_ext, mem_we, mem_re, reset, clock
   );
   parameter
     size = 512,  
     use_memfile = 1;
   inout [7:0]  data_ext;   
   output [31:0] checksum;
   input [15:0] addr_ext;
   input        mem_we, mem_re;
   input        reset, clock;
   reg [7:0]   data[0:size-1];
   wire [7:0]  data_ext_int;
   integer      i;
   always @(posedge clock or posedge reset) begin
      if (reset) begin
         for (i = 0; i < size; i = i + 1) begin
            data[i] <= 8'hee;
         end
      end else if(mem_we) begin
         data[addr_ext] <= data_ext;
      end
   end
   assign data_ext = (mem_re) ? data[addr_ext] : 8'bzzzzzzzz;
   assign checksum = {data[0], data[1], data[2], data[3]};
endmodule
==> Changelog: implementation <==
## Implementation

- Total wire length: between 500,000 and 600,000 µm
- Synth-to-Final Area Change: 6.82%
- Top flop regs: data (4096)
- I/O pin count: ~60
- Worst Skew: 0 ns
- Met3 routed WL: 101,000 µm
- Worst R2R Start: data[1][5]
- Worst path cell trace: clkdlybuf4s50_1, buf_4, or3b_4, buf_4, nor2_2, buf_4, a22o_1, a222oi_1, nand4_1, nor4_1, nand4_1, o41a_1
- FFs w/ async S/R, synth: 100%
- Number of routed nets with antenna violations: 0
- Total grt overflow: 0
- Register-to-register setup slack: around 30 ns
- Maxcap violations: 0
- Fin. Hold Viols: 0
- Share of layout cells above drive strength 1: 51.9%
- Drc violations: 0
- TritonRoute pass-1 iters: 6
- Buf/Inv on CP: 4
- Yosys stat chip area: about 150,000 µm²
- Vias after detailed routing: 80,600
- Latency at later pin: 0.97 ns
- Clock transition at the registers of the reported paths: ~0.050 ns
- WL per Instance: slightly below 40 µm
- Setup TNS Final: 0 ns
- Post-Synthesis Cells: between 10,000 and 15,000
- CP Data Arrival Time: about 12 ns
- Post-DP HPWL: between 300,000 and 400,000 µm
- Die X: between 500 and 600 µm
- Top cell area share: between 50% and 60%
- Rel. slew slack: 19.5%
- CP Class: input pin to primary output
- Port Buffer Count: roughly 42
- Worst min path class: flip-flop to flip-flop
- Filler cells: between 20,000 and 25,000
- Setup WS post-layout: approximately 12 ns
- Initial antenna violation count: 37
- DRT iter0 DRCs: between 6,000 and 7,000
- Max reg flops: between 4,000 and 5,000
- Resize count post-CTS: 0
- Crit-path max FO: 38
- RSZ-0062 raised after global routing: false
- Count leader, synth: clkbuf_1
- WHS Path Cells: 0
- Final core utilization: between 50% and 60%
- Mapped Area: roughly 150,000 µm²
- Mean Syn Cell Area: between 10 and 15 µm²
- Die height: approximately 550 µm
- Period Utilization, post-route: between 60% and 70%
- Num rows: approximately 200
- Main flop type: dfstp_2
- Largest reg by FF count: data
- Clk buf depth: 4
- Seq/Total Area, Yosys: between 70% and 80%
- Core Region: around 300,000 µm²
- Crit. End Element: primary output
- Largest cells by area: dfstp_2 (54%), dfrtp_1 (17%), clkbuf_1 (11%)
- Final min period: between 15 and 20 ns
- Post-CTS setup buffers: 0
- Ys cells: 12,300
- Required @ worst endpoint: ~25 ns
- Power Dens Cells: 67.5 nW/µm²
- H-tree levels: 5
- Vias in the first global route: ~87,000
- Synthesized registers: just over 4,000
- Clk sinks: between 4,000 and 5,000
- Setup crit start: addr_ext[8]
- Die area: 300,000 µm²
- Post-synth top cells: clkbuf_1 (4,228), dfstp_2 (3,072), a22oi_1 (1,499), dfrtp_1 (1,024), nor3_1 (498)
- Slowest-stage cell, CP: nand4_1
- GRT Total Usage: between 30% and 40%
- Final Slew Violations: 0
- Top sig layer: met5
- CTS Buf Count: 396
- Tool warning count: approximately 80
- Status: finished clean
- Met2 Routed Length: ~210,000 µm
- Crit. path cell count: 12
- R2R depth: 0
- Global-route wire length before repair: 709,000 µm
- Setup violators final: 0
- Worst path max stage delay: 0.94 ns
- Yosys top cell by area: dfstp_2
- Unique cell types: around 81
- Total number of yosys warnings: 3
- Lkg Pwr: 63.0 nW
- CTS Hold Bufs: 0
- Routability cong.: about 1
- Vias per std cell: 6.05
- Worst Tran Pin Value: about 1.2 ns
- Fp_density: between 50% and 60%
- Metal-1 WL: ~170,000 µm
- Largest net degree at the start of global routing: roughly 160
- HP Start: data[56][5]
- Max rail drop VDD: approximately 44 µV
- Flip-flops with a built-in enable: 0
- TritonCTS clock tree: done
- Placement Setup Slack: roughly 13 ns
- Cell family contributing the most delay on the critical path: simple AND/OR/NAND/NOR gates
- Root buffer cell: clkbuf_16
- Startpoint Class: input pin
- Max Fclk: 53.7 MHz
- Most frequent CP cell: buf_4
==> cell usage in the layout, fill, tap and decap left out, types with 44 or more instances in the layout <==
cell type,Yosys,routed
dfstp_2,3072,3072
a22oi_1,1499,1499
dfrtp_1,1024,1024
buf_4,17,689
clkbuf_16,0,405
nor3_2,9,349
nand4_1,261,261
nand2_1,207,207
a221oi_1,179,179
a22o_1,178,178
nor3_1,498,156
nor4_1,158,149
nand3_1,128,127
nor2_1,122,117
clkbuf_8,0,88
clkinv_2,0,83
clkbuf_1,4228,80
a222oi_1,62,62
a21oi_1,55,55
o21ai_0,51,51
bufinv_16,0,44
==> final cells by class <==
cell class	count	area, µm²	area share (%)
clock inverters	175	2310	1.46
flip-flops and latches	4096	106000	66.9
clock buffers	573	11600	7.32
multi-input cells	3795	28000	17.6
inverters	4	18.8	0.0118
diodes	21	52.6	0.0330
well taps	3919	4900	3.08
repair buffers	742	5770	3.63
==> kinds of logic (layout without fill, tap and decap cells) <==
logic type | after synthesis | after routing | share of synthesized area, %
flops | 4096 | 4096 | 71.4
fa+ha+maj | 1 | 1 | 0.00672
buf+inv | 4362 | 1494 | 11.2
compound gates | 2202 | 2202 | 11.4
mux | 2 | 2 | 0.0202
simple gates | 1588 | 1588 | 5.92
other cells | 0 | 21 | 0
xor+xnor | 2 | 2 | 0.0118
==> power by group <==
group          switching (W)  leakage (nW)  internal, W
clock network        0.00208          6.87      0.00301
registers                  0          46.0      0.00540
logic               0.000212          10.2    0.0000295
total                0.00229          63.0      0.00844
==> routing by layer <==
layer	vias up	GRT usage [%]
met4	96	16.5
met5	-	4.00
met1	39800	46.1
met3	1425	30.8
met2	5651	47.6
li1	33600	-
==> per-stage QoR <==
stage	instances	hold WS (ns)	instance area, µm²	power [W]
detailed placement	12600	0.357	145000	0.00572
CTS	13300	0.366	159000	0.0108
global placement	12600	0.355	145000	0.00572
finish	13300	0.364	159000	0.0107
floorplan	12300	0.425	149000	0.00559
global route	13300	0.367	159000	0.0110
==> worst paths after layout <==
path	to
worst min register to register	data[56][5]
max in group asynchronous	data[249][4]
min in group asynchronous	data[499][4]
worst min-delay path	data[56][5]
worst max register to register	data[1][5]
worst max-delay path	data_ext[2]
Power and IR drop assume default switching activity.
